===== /design/flow/run.sh =====
#!/bin/bash
# OpenROAD 26Q1-2900-gdf79404cd8, Yosys 0.63+post, stock flow scripts
make -C /OpenROAD-flow-scripts/flow DESIGN_CONFIG=/design/flow/config.mk WORK_HOME=/design/flow/orfs finish

===== /design/flow/config.mk =====
export PLATFORM = sky130hd
export DESIGN_NAME = multiplier_bam
export DESIGN_NICKNAME = multiplier_bam
export VERILOG_FILES = /design/flow/design.v
export SDC_FILE = /design/flow/constraint.sdc
export NUM_CORES = 4
export LEC_CHECK = 1
export CORE_UTILIZATION = 50

===== /design/flow/constraint.sdc =====
current_design multiplier_bam

set clk_period 28.8
set clk_io_pct 0.2

create_clock -name clk0 -period $clk_period

set non_clock_inputs [all_inputs -no_clocks]
set_input_delay [expr $clk_period * $clk_io_pct] -clock clk0 $non_clock_inputs
set_output_delay [expr $clk_period * $clk_io_pct] -clock clk0 [all_outputs]

===== /design/flow/design.v =====
package sauria_addr_pkg;
    parameter CONTROLLER_OFFSET = 32'h4000_0000;
    parameter SAURIA_OFFSET     = 32'h5000_0000;
    parameter DMA_OFFSET        = 32'h6000_0000;
    parameter CFG_REGS_OFFSET   = 32'h0000_0000;
    parameter CFG_CON_OFFSET    = 32'h0000_0200;
    parameter CFG_ACT_OFFSET    = 32'h0000_0400;
    parameter CFG_WEI_OFFSET    = 32'h0000_0600;
    parameter CFG_OUT_OFFSET    = 32'h0000_0800;
    parameter SRAMA_OFFSET      = 32'h0004_0000;
    parameter SRAMB_OFFSET      = 32'h0008_0000;
    parameter SRAMC_OFFSET      = 32'h000C_0000;
    parameter SAURIA_DMA_OFFSET         = 32'hD000_0000;
    parameter SAURIA_DMA_ADDR_MASK      = 32'hF000_0000;
    parameter AXI_CONTROLLER_ADDR_MASK      = 32'hFFFF_FF00;
    parameter AXI_SAURIA_ADDR_MASK          = 32'hFFC0_0000;
    parameter AXI_DMA_ADDR_MASK             = 32'hFFFF_FFC0;
    parameter SAURIA_MEM_ADDR_MASK          = 32'h003C_0000;
    parameter SAURIA_REG_ADDR_MASK          = 32'h000F_FE00;
endpackage
package sauria_cfg_pkg;
        localparam DV_GEMM_BYPASS = 1'b0;
endpackage
module bam_cell #(
)(
    input   logic	i_a,
	input   logic 	i_b,
	input  	logic 	i_s,
	input  	logic 	i_cin,
	output  logic 	o_s,
	output  logic 	o_cout
);
logic 			and_result;
logic [1:0] 	sum_result;
assign and_result = i_a & i_b;
assign sum_result = and_result + i_s + i_cin;
assign o_s = sum_result[0];
assign o_cout = sum_result[1];
endmodule
module multiplier_bam #(
    parameter APPROX_TYPE = 0,
    parameter VBL = 0,
    parameter HBL = 0,
    parameter logic SIGNED = 0,
    parameter IA_W = 16,
    parameter IB_W = 16,
    parameter MUL_W = 32
)(
	input logic 				i_clk,
    input logic                 i_en_ff,
	input logic					i_rstn,
    input  logic [IA_W-1:0]   	i_a,	 
	input  logic [IB_W-1:0]		i_b,	 
	output logic [MUL_W-1:0]  	o_prod 	 
);
localparam IN_W = ((IA_W) > (IB_W) ? (IA_W) : (IB_W));
logic a_sign, b_sign, prod_sign;
logic signed [IN_W-1:0] a;
logic signed [IN_W-1:0] b;
logic [IN_W:0][2*IN_W:0] s_array, c_array;
logic [MUL_W-1:0]   product;
generate
    if (SIGNED) begin
        assign a_sign = i_a[IA_W-1];
        assign b_sign = i_b[IB_W-1];
        assign prod_sign = a_sign ^ b_sign;
        assign a = (a_sign)? {1'b0, -i_a[IA_W-2:0]} : {1'b0, i_a[IA_W-2:0]};
        assign b = (b_sign)? {1'b0, -i_b[IB_W-2:0]} : {1'b0, i_b[IB_W-2:0]};
    end else begin
        assign a = i_a;
        assign b = i_b;
    end
endgenerate
genvar x,y;
generate
    for (x=0; x < IN_W; x++) begin : x_axis
        for (y=0; y < 2*IN_W; y++) begin : y_axis
            if (x==0) begin
                assign s_array[x][y] = 1'b0;
                assign c_array[x][y] = 1'b0;
            end
            if (((y-x)<IN_W) && (y>=x) && (x>=HBL) && (y>=VBL)) begin
                bam_cell #(
                ) bam_cell_i(
                    .i_a(a[x]),                      
                    .i_b(b[y-x]),                    
                    .i_s(s_array[x][y]),
                    .i_cin(c_array[x][y]),
                    .o_s(s_array[x+1][y]),           
                    .o_cout(c_array[x+1][y+1])       
                );
            end else begin
                assign s_array[x+1][y] =    s_array[x][y];
                assign c_array[x+1][y+1] =  1'b0;
            end
        end
    end
endgenerate
assign product[IN_W-1:0] = s_array[IN_W][IN_W-1:0];
assign product[2*IN_W-1:IN_W] = s_array[IN_W][2*IN_W-1:IN_W] + c_array[IN_W][2*IN_W-1:IN_W];
generate
    if (SIGNED) begin
        assign o_prod = (prod_sign)? -product : product;
    end else begin
        assign o_prod = product;
    end
endgenerate
endmodule

==> flow_summary_export.csv <==
group,metric,value,unit
sta,fmax,0.04612,GHz
run,tool_warnings,35,
setup_path,path_buffers,6,
sta,cycle_use_final,75.29,%
worst_hold_path,timing.hold.worst.start,"i_a[0]",
synthesis,avgSynthCellArea,9.868,um^2
synthesis,netlist-cell-type-count,39,
synthesis,synthesis.yosys.warnings,0,
sta,rsz0062_at_grt,"no",
status,outcome,"finished clean",
synthesis,synthCells,731,
synthesis,synthTopLogicFamily,"adder cells",
place,port-buffer-count,64,
place,finalWeightedCongestion,0.8752,
layout,drive_above_1_share,1.202,%
synthesis,top_cells_by_count,"sky130_fd_sc_hd__fa_1, sky130_fd_sc_hd__and2_1, sky130_fd_sc_hd__inv_1, sky130_fd_sc_hd__nand2_1, sky130_fd_sc_hd__clkbuf_1",
synthesis,post_synth_xor_area_fraction,0.7285,%
setup_path,path_common_cell,"sky130_fd_sc_hd__fa_1",
sta,worst_slew_pin_slew,0.5851,ns
layout,area_delta_synth_final,8.881,%
sta,number_of_pins_with_negative_max_slew_slack_in_the_final_report,0,
sta,finalHoldViolations,0,
routing,detail_route.first_pass.iterations,6,
setup_path,crit_family,"adder cells",
synthesis,muxShareOfSynthArea,0.2775,%
grt,grt_antenna_before_repair,0,
clock_network,post-cts-setup-buffer-count,0,
synthesis,ys_sh_simple,23.56,%
synthesis,post_synth_ao_oa_area_fraction,3.192,%
routing,postRouteAntennaNets,0,
grt,grt_pass1_wl,21340,um
grt,grt_max_degree,17,
routing,vias_per_cell,5.036,
synthesis,arithmetic_cell_share_of_the_synthesized_area_counting_full_adders_half_adders_and_majority_gates,63.76,%
floorplan,die_height,122.1,um
routing,wirelength,10730,um
layout,layout.sequential_cells,0,
grt,grt_usage,17.90,%
grt,grt.overflow.total,0,
clock_network,post_cts_resized,0,
setup_path,cp_slowest_stage_delay,0.65,ns
sta,finalSetupViolations,0,
place,place_inst,929,
synthesis,summed_standard_cell_area_reported_by_yosys,7213,um^2
synthesis,most_frequent_cell_after_synthesis,"sky130_fd_sc_hd__fa_1",
setup_path,worst-path-max-fanout,16,
floorplan,ios,67,
synthesis,synth.cell_area,7213,um^2
layout,regArea,0,um^2
floorplan,floorplan.die_area,14910,um^2
worst_hold_path,min-delay-path-class,"input pin to output pin",
synthesis,synth_largest_type_area_fraction,58.56,%
routing,drc_errors,0,
floorplan,rows,43,
clock_network,cts_hold_buf,0,
routing,avgRoutedWirePerCell,11.55,um
routing,drt_first_iter_violations,104,
layout,num-clock-buffers,0,
routing,num_vias,4678,
sta,slew_headroom,60.87,%
floorplan,floorplan_core_area,13990,um^2
place,detailedPlacementHpwl,10070,um
setup_path,cp_data_required_time,23.04,ns
floorplan,initial_utilization,51.57,%
setup_path,timing.critical_path.from_type,"input pin",
sta,time_the_worst_path_needs_with_i_o_delays_and_setup,21.68,ns
grt,number_of_global_route_vias_before_repair,5184,
layout,finalCoreUtilization,56.14,%
sta,holdWs,12.80,ns
setup_path,cp-end-kind,"output pin",
synthesis,synth_sequential_area_ratio,0,%
setup_path,timing.setup.critical_path_class,"input pin to output pin",
sta,setup_tns,0,ns
synthesis,synth_top_cell_by_area,"sky130_fd_sc_hd__fa_1",
synthesis,synth.yosys.num_cells,731,
floorplan,fp.dieW,122.1,um
worst_hold_path,cell_depth_of_the_worst_min_delay_path,3,
run,max_capacitance_violation_count,0,
worst_hold_path,whs_endpoint,"o_prod[0]",
routing,antennaDiodeCount,0,
setup_path,arrival,15.92,ns
layout,post_layout_nonfiller_instances,929,
synthesis,post_synth_main_area_contributors,"sky130_fd_sc_hd__fa_1, sky130_fd_sc_hd__and2_1, sky130_fd_sc_hd__ha_1",
setup_path,critical_path.slowest_cell,"sky130_fd_sc_hd__clkdlybuf4s50_1",
==> cell usage in the layout, fill, tap and decap left out, types with 2 or more instances in the layout <==
master                              n
sky130_fd_sc_hd__a21oi_1            8
sky130_fd_sc_hd__ha_1              30
sky130_fd_sc_hd__nand2_1           69
sky130_fd_sc_hd__a21o_1             4
sky130_fd_sc_hd__a21boi_0           2
sky130_fd_sc_hd__or3_1              2
sky130_fd_sc_hd__fa_1             211
sky130_fd_sc_hd__mux2i_1            2
sky130_fd_sc_hd__inv_1             99
sky130_fd_sc_hd__o21ai_0            7
sky130_fd_sc_hd__nand3_1            3
sky130_fd_sc_hd__xnor2_1            3
sky130_fd_sc_hd__o311ai_1           2
sky130_fd_sc_hd__buf_4              2
sky130_fd_sc_hd__clkdlybuf4s50_1   64
sky130_fd_sc_hd__a21oi_2            2
sky130_fd_sc_hd__o21ai_1            3
sky130_fd_sc_hd__xor2_1             3
sky130_fd_sc_hd__nor3_1             3
sky130_fd_sc_hd__and2_1           202
sky130_fd_sc_hd__nor2_1            10
==> cell type report <==
class                           count  area, um^2
Fill cell                        1246        6135
Inverter                           99       371.6
Multi-Input combinational cell    584        6601
Tap cell                          180       225.2
Timing Repair Buffer               66       655.6
==> worst max-delay path by stage <==
stage	startpoint	endpoint	slack [ns]	depth (start not counted)
CTS	i_a[1]	o_prod[28]	7.11	29
finish	i_a[1]	o_prod[28]	7.12	29
global route	i_a[0]	o_prod[28]	6.63	29
==> worst min-delay path: stages <==
cell and delay, ns:
sky130_fd_sc_hd__clkdlybuf4s50_1 0.64, sky130_fd_sc_hd__and2_1 0.25, sky130_fd_sc_hd__clkdlybuf4s50_1 0.39
==> stage by stage <==
stage	worst slack, ns	cell area (um^2)
3_5_place_dp	7.107	7854
5_1_grt	6.634	7854
2_1_floorplan	8.690	7213
6_report	7.117	7854
4_1_cts	7.106	7854
3_3_place_gp	7.164	7854
==> cell families after synthesis <==
kind of cell / after synthesis
buffers and inverters: 147
XOR/XNOR: 6
adder cells (fa/ha/maj): 241
AND/OR/NAND/NOR: 301
multiplexers: 2
AND-OR/OR-AND: 34
==> per-layer routing <==
layer	wire length (um)	GRT usage (%)	vias to the layer above
li1	-	-	2192
met1	4843	26.83	2424
met2	5644	32.80	62
met3	243	0.6202	0
met4	0	0	0
met5	0	0	-
